<file path="flow/design.v">
module prim_secded_72_64_cor (
  input        [71:0] d_i,
  output logic [71:0] d_o,
  output logic [7:0] syndrome_o,
  output logic [1:0] err_o
);
  logic single_error;
  assign syndrome_o[0] = ^(d_i & 72'h015B000000001FFFFF);
  assign syndrome_o[1] = ^(d_i & 72'h026B00000FFFE0003F);
  assign syndrome_o[2] = ^(d_i & 72'h046D003FF003E007C1);
  assign syndrome_o[3] = ^(d_i & 72'h08AD0FC0F03C207842);
  assign syndrome_o[4] = ^(d_i & 72'h10B571C711C4438884);
  assign syndrome_o[5] = ^(d_i & 72'h20B6B65926488C9108);
  assign syndrome_o[6] = ^(d_i & 72'h40D6DAAA4A91152210);
  assign syndrome_o[7] = ^(d_i & 72'h80DAED348D221A4420);
  assign d_o[0] = (syndrome_o == 8'h7) ^ d_i[0];
  assign d_o[1] = (syndrome_o == 8'hb) ^ d_i[1];
  assign d_o[2] = (syndrome_o == 8'h13) ^ d_i[2];
  assign d_o[3] = (syndrome_o == 8'h23) ^ d_i[3];
  assign d_o[4] = (syndrome_o == 8'h43) ^ d_i[4];
  assign d_o[5] = (syndrome_o == 8'h83) ^ d_i[5];
  assign d_o[6] = (syndrome_o == 8'hd) ^ d_i[6];
  assign d_o[7] = (syndrome_o == 8'h15) ^ d_i[7];
  assign d_o[8] = (syndrome_o == 8'h25) ^ d_i[8];
  assign d_o[9] = (syndrome_o == 8'h45) ^ d_i[9];
  assign d_o[10] = (syndrome_o == 8'h85) ^ d_i[10];
  assign d_o[11] = (syndrome_o == 8'h19) ^ d_i[11];
  assign d_o[12] = (syndrome_o == 8'h29) ^ d_i[12];
  assign d_o[13] = (syndrome_o == 8'h49) ^ d_i[13];
  assign d_o[14] = (syndrome_o == 8'h89) ^ d_i[14];
  assign d_o[15] = (syndrome_o == 8'h31) ^ d_i[15];
  assign d_o[16] = (syndrome_o == 8'h51) ^ d_i[16];
  assign d_o[17] = (syndrome_o == 8'h91) ^ d_i[17];
  assign d_o[18] = (syndrome_o == 8'h61) ^ d_i[18];
  assign d_o[19] = (syndrome_o == 8'ha1) ^ d_i[19];
  assign d_o[20] = (syndrome_o == 8'hc1) ^ d_i[20];
  assign d_o[21] = (syndrome_o == 8'he) ^ d_i[21];
  assign d_o[22] = (syndrome_o == 8'h16) ^ d_i[22];
  assign d_o[23] = (syndrome_o == 8'h26) ^ d_i[23];
  assign d_o[24] = (syndrome_o == 8'h46) ^ d_i[24];
  assign d_o[25] = (syndrome_o == 8'h86) ^ d_i[25];
  assign d_o[26] = (syndrome_o == 8'h1a) ^ d_i[26];
  assign d_o[27] = (syndrome_o == 8'h2a) ^ d_i[27];
  assign d_o[28] = (syndrome_o == 8'h4a) ^ d_i[28];
  assign d_o[29] = (syndrome_o == 8'h8a) ^ d_i[29];
  assign d_o[30] = (syndrome_o == 8'h32) ^ d_i[30];
  assign d_o[31] = (syndrome_o == 8'h52) ^ d_i[31];
  assign d_o[32] = (syndrome_o == 8'h92) ^ d_i[32];
  assign d_o[33] = (syndrome_o == 8'h62) ^ d_i[33];
  assign d_o[34] = (syndrome_o == 8'ha2) ^ d_i[34];
  assign d_o[35] = (syndrome_o == 8'hc2) ^ d_i[35];
  assign d_o[36] = (syndrome_o == 8'h1c) ^ d_i[36];
  assign d_o[37] = (syndrome_o == 8'h2c) ^ d_i[37];
  assign d_o[38] = (syndrome_o == 8'h4c) ^ d_i[38];
  assign d_o[39] = (syndrome_o == 8'h8c) ^ d_i[39];
  assign d_o[40] = (syndrome_o == 8'h34) ^ d_i[40];
  assign d_o[41] = (syndrome_o == 8'h54) ^ d_i[41];
  assign d_o[42] = (syndrome_o == 8'h94) ^ d_i[42];
  assign d_o[43] = (syndrome_o == 8'h64) ^ d_i[43];
  assign d_o[44] = (syndrome_o == 8'ha4) ^ d_i[44];
  assign d_o[45] = (syndrome_o == 8'hc4) ^ d_i[45];
  assign d_o[46] = (syndrome_o == 8'h38) ^ d_i[46];
  assign d_o[47] = (syndrome_o == 8'h58) ^ d_i[47];
  assign d_o[48] = (syndrome_o == 8'h98) ^ d_i[48];
  assign d_o[49] = (syndrome_o == 8'h68) ^ d_i[49];
  assign d_o[50] = (syndrome_o == 8'ha8) ^ d_i[50];
  assign d_o[51] = (syndrome_o == 8'hc8) ^ d_i[51];
  assign d_o[52] = (syndrome_o == 8'h70) ^ d_i[52];
  assign d_o[53] = (syndrome_o == 8'hb0) ^ d_i[53];
  assign d_o[54] = (syndrome_o == 8'hd0) ^ d_i[54];
  assign d_o[55] = (syndrome_o == 8'he0) ^ d_i[55];
  assign d_o[56] = (syndrome_o == 8'h1f) ^ d_i[56];
  assign d_o[57] = (syndrome_o == 8'he3) ^ d_i[57];
  assign d_o[58] = (syndrome_o == 8'h7c) ^ d_i[58];
  assign d_o[59] = (syndrome_o == 8'h8f) ^ d_i[59];
  assign d_o[60] = (syndrome_o == 8'hf1) ^ d_i[60];
  assign d_o[61] = (syndrome_o == 8'h3e) ^ d_i[61];
  assign d_o[62] = (syndrome_o == 8'hc7) ^ d_i[62];
  assign d_o[63] = (syndrome_o == 8'hf8) ^ d_i[63];
  assign d_o[64] = (syndrome_o == 8'h1) ^ d_i[64];
  assign d_o[65] = (syndrome_o == 8'h2) ^ d_i[65];
  assign d_o[66] = (syndrome_o == 8'h4) ^ d_i[66];
  assign d_o[67] = (syndrome_o == 8'h8) ^ d_i[67];
  assign d_o[68] = (syndrome_o == 8'h10) ^ d_i[68];
  assign d_o[69] = (syndrome_o == 8'h20) ^ d_i[69];
  assign d_o[70] = (syndrome_o == 8'h40) ^ d_i[70];
  assign d_o[71] = (syndrome_o == 8'h80) ^ d_i[71];
  assign single_error = ^syndrome_o;
  assign err_o[0] = single_error;
  assign err_o[1] = ~single_error & (|syndrome_o);
endmodule : prim_secded_72_64_cor
</file>
<file path="flow/run.sh">
#!/bin/bash
# OpenROAD 26Q1-2900-gdf79404cd8, Yosys 0.63+post, stock flow scripts
make -C /OpenROAD-flow-scripts/flow DESIGN_CONFIG=/design/flow/config.mk WORK_HOME=/design/flow/orfs finish
</file>
<file path="flow/config.mk">
export PLATFORM = sky130hd
export DESIGN_NAME = prim_secded_72_64_cor
export DESIGN_NICKNAME = prim_secded_72_64_cor
export VERILOG_FILES = /design/flow/design.v
export SDC_FILE = /design/flow/constraint.sdc
export NUM_CORES = 4
export LEC_CHECK = 1
export CORE_UTILIZATION = 50
</file>
<file path="flow/constraint.sdc">
current_design prim_secded_72_64_cor

set clk_period 7.6
set clk_io_pct 0.2

create_clock -name clk0 -period $clk_period

set non_clock_inputs [all_inputs -no_clocks]
set_input_delay [expr $clk_period * $clk_io_pct] -clock clk0 $non_clock_inputs
set_output_delay [expr $clk_period * $clk_io_pct] -clock clk0 [all_outputs]
</file>
==> flow_summary.json <==
{
  "pin_count": 154,
  "synthesis.area_um2": 2970,
  "lay_top_cells": "154 x clkdlybuf4s50_1, 147 x xnor2_1, 60 x nand3_1, 24 x xnor3_1, 20 x xor2_1",
  "fmax_mhz": 146,
  "layout.cells.most_common": "clkdlybuf4s50_1",
  "grt_pass1_wl_mm": 15.4,
  "routed_wl_mm": 9.99,
  "rsz0062_at_grt": "false",
  "die_x_um": 79.1,
  "ys_cells": 325,
  "p_total_uw": 1800,
  "outcome": "finished clean",
  "hold_path_class": "in2out",
  "arrival_ns": 5.33,
  "crit_type": "in2out",
  "grt_pass1_vias": 2903,
  "cp.required_ns": 6.08,
  "yosys_warnings": 0,
  "synthCells": 325,
  "ys_seq_share_pct": 0,
  "drt_iter0_markers": 103,
  "ant_nets": 0,
  "dr.pass1.iters": 4,
  "cp_max_fo": 9,
  "flop-count": 0,
  "ys_chip_area_um2": 2970,
  "ir_drop_mv": 0.476,
  "syn_avg_cell_area_um2": 9.14,
  "ys_types": 15,
  "num_rows": 27,
  "fin_crit_sh_pct": 90.1,
  "antenna_found_initial": 0,
  "combGateArea_um2": 2880,
  "track_usage_pct": 33.7,
  "warning_count": 45,
  "slew-limit-headroom_pct": 66.6,
  "tns_ns": 0,
  "period_needed_ns": 6.85,
  "wire_per_inst_um": 18.8,
  "power.leakage_uw": 0.00174,
  "seqCellArea_um2": 0,
  "slew_viol_final": 0,
  "p_per_area_nw_per_um2": 398,
  "die_area_um2": 6260,
  "cts_hold_buffers": 0,
  "grt_overflow": 0,
  "area_delta_synth_final_pct": 52.4,
  "tightest_slew_ns": 0.502,
  "initCoreUtil_pct": 53.0,
  "coreArea_um2": 5610,
  "vias": 2821,
  "grt_max_degree": 12,
  "n_fill_cell": 396,
  "cts_setup_buffers": 0,
  "crit_path_start_kind": "input port",
  "portBuffers": 154,
  "die_h_um": 79.1,
  "hold_viol_final": 0,
  "place.gp.congestion": 0.936,
  "max_cap_viol_count": 0,
  "setup_ws_ns": 0.751,
  "antenna_cells": 0,
  "place_hpwl_mm": 8.66,
  "setup_violations": 0,
  "pre_cts_slack_ns": 0.785,
  "drc": 0,
  "vias_per_cell": 5.32,
  "cts_resized": 0,
  "final_layout_size_suffix_gt1_share_pct": 2.18,
  "nClkBuffers": 0,
  "crit_path_end_kind": "primary output"
}
-- power breakdown --
| part | switching, uW | internal (uW) | total, uW |
|---|---|---|---|
| clock network | 0 | 0 | 0 |
| registers | 0 | 0 | 0 |
| logic | 877 | 927 | 1800 |
-- stage by stage --
step	area [um^2]	utilization, %	hold WS, ns	std cells
final	4530	80.7	4.02	530
after global routing	4530	80.7	4.06	530
after CTS	4530	80.7	4.02	530
after detailed placement	4530	80.7	4.02	530
after global placement	4530	80.7	4.01	530
after floorplan	2970	-	3.07	325
-- final cells by class --
| class | instances | area share, % |
|---|---|---|
| Multi-Input combinational cell | 302 | 63.6 |
| Tap cell | 72 | 1.99 |
| Timing Repair Buffer | 156 | 34.4 |
-- path summary, 6_finish.rpt --
path	cells after the start	slack, ns	endpoint	start
min	3	4.02	d_o[2]	d_i[2]
max	10	0.75	d_o[68]	d_i[23]
-- per-layer routing --
| layer | GRT usage, % | wire (um) | vias up | share of wire, % |
|---|---|---|---|---|
| met5 | 0 | 0 | - | 0 |
| met4 | 8.00 | 229 | 0 | 2.3 |
| met3 | 7.00 | 1150 | 18 | 11 |
| met2 | 55.7 | 4790 | 190 | 48 |
| met1 | 45.9 | 3820 | 1281 | 38 |
| li1 | - | - | 1332 | - |
-- logic make-up (layout without fill, tap and decap cells) --
| family | count (synthesis) | count (layout) | share of synthesized area (%) |
|---|---|---|---|
| and+or+nand+nor | 82 | 82 | 14.1 |
| xor gates and xnor gates | 203 | 203 | 76.0 |
| AOI/OAI and AO/OA | 1 | 1 | 0.168 |
| adders and majority gates | 16 | 16 | 6.74 |
| buffers and inverters | 23 | 156 | 3.03 |
-- synth_stat cells --
cell	count	area share, %
a21oi_1	1	0.17
and2_1	10	2.1
buf_1	2	0.25
buf_4	1	0.25
clkbuf_1	20	2.5
ha_1	16	6.7
nand2_1	8	1.0
nand3_1	60	10
nand4_1	4	0.84
xnor2_1	147	43
xnor2_2	4	2.2
xnor3_1	24	18
xnor3_2	4	3.2
xor2_1	20	5.9
xor3_1	4	3.2
-- worst max-delay path: stages --
cell             delay (ns)
clkdlybuf4s50_1        0.60
xnor3_1                0.49
xnor3_1                0.40
xnor2_1                0.33
xor2_1                 0.24
ha_1                   0.41
and2_1                 0.47
nand2_1                0.14
xnor2_1                0.22
clkdlybuf4s50_1        0.51
No activity file was given, so power comes from the tool's default toggle rates.
