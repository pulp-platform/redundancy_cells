## run.sh

```bash
#!/bin/bash
# OpenROAD 26Q1-2900-gdf79404cd8, Yosys 0.63+post, stock flow scripts
make -C /OpenROAD-flow-scripts/flow DESIGN_CONFIG=/design/flow/config.mk WORK_HOME=/design/flow/orfs finish
```

## constraint.sdc

```tcl
current_design prim_secded_hamming_72_64_cor

set clk_period 9.2
set clk_io_pct 0.2

create_clock -name clk0 -period $clk_period

set non_clock_inputs [all_inputs -no_clocks]
set_input_delay [expr $clk_period * $clk_io_pct] -clock clk0 $non_clock_inputs
set_output_delay [expr $clk_period * $clk_io_pct] -clock clk0 [all_outputs]
```

## design.v

```verilog
module prim_secded_hamming_72_64_cor (
  input        [71:0] d_i,
  output logic [71:0] d_o,
  output logic [7:0] syndrome_o,
  output logic [1:0] err_o
);
  assign syndrome_o[0] = ^(d_i & 72'h01AB55555556AAAD5B);
  assign syndrome_o[1] = ^(d_i & 72'h02CD9999999B33366D);
  assign syndrome_o[2] = ^(d_i & 72'h04F1E1E1E1E3C3C78E);
  assign syndrome_o[3] = ^(d_i & 72'h0801FE01FE03FC07F0);
  assign syndrome_o[4] = ^(d_i & 72'h1001FFFE0003FFF800);
  assign syndrome_o[5] = ^(d_i & 72'h2001FFFFFFFC000000);
  assign syndrome_o[6] = ^(d_i & 72'h40FE00000000000000);
  assign syndrome_o[7] = ^(d_i & 72'h80972CD2D32DA65CB7);
  assign d_o[0] = (syndrome_o == 8'h83) ^ d_i[0];
  assign d_o[1] = (syndrome_o == 8'h85) ^ d_i[1];
  assign d_o[2] = (syndrome_o == 8'h86) ^ d_i[2];
  assign d_o[3] = (syndrome_o == 8'h7) ^ d_i[3];
  assign d_o[4] = (syndrome_o == 8'h89) ^ d_i[4];
  assign d_o[5] = (syndrome_o == 8'h8a) ^ d_i[5];
  assign d_o[6] = (syndrome_o == 8'hb) ^ d_i[6];
  assign d_o[7] = (syndrome_o == 8'h8c) ^ d_i[7];
  assign d_o[8] = (syndrome_o == 8'hd) ^ d_i[8];
  assign d_o[9] = (syndrome_o == 8'he) ^ d_i[9];
  assign d_o[10] = (syndrome_o == 8'h8f) ^ d_i[10];
  assign d_o[11] = (syndrome_o == 8'h91) ^ d_i[11];
  assign d_o[12] = (syndrome_o == 8'h92) ^ d_i[12];
  assign d_o[13] = (syndrome_o == 8'h13) ^ d_i[13];
  assign d_o[14] = (syndrome_o == 8'h94) ^ d_i[14];
  assign d_o[15] = (syndrome_o == 8'h15) ^ d_i[15];
  assign d_o[16] = (syndrome_o == 8'h16) ^ d_i[16];
  assign d_o[17] = (syndrome_o == 8'h97) ^ d_i[17];
  assign d_o[18] = (syndrome_o == 8'h98) ^ d_i[18];
  assign d_o[19] = (syndrome_o == 8'h19) ^ d_i[19];
  assign d_o[20] = (syndrome_o == 8'h1a) ^ d_i[20];
  assign d_o[21] = (syndrome_o == 8'h9b) ^ d_i[21];
  assign d_o[22] = (syndrome_o == 8'h1c) ^ d_i[22];
  assign d_o[23] = (syndrome_o == 8'h9d) ^ d_i[23];
  assign d_o[24] = (syndrome_o == 8'h9e) ^ d_i[24];
  assign d_o[25] = (syndrome_o == 8'h1f) ^ d_i[25];
  assign d_o[26] = (syndrome_o == 8'ha1) ^ d_i[26];
  assign d_o[27] = (syndrome_o == 8'ha2) ^ d_i[27];
  assign d_o[28] = (syndrome_o == 8'h23) ^ d_i[28];
  assign d_o[29] = (syndrome_o == 8'ha4) ^ d_i[29];
  assign d_o[30] = (syndrome_o == 8'h25) ^ d_i[30];
  assign d_o[31] = (syndrome_o == 8'h26) ^ d_i[31];
  assign d_o[32] = (syndrome_o == 8'ha7) ^ d_i[32];
  assign d_o[33] = (syndrome_o == 8'ha8) ^ d_i[33];
  assign d_o[34] = (syndrome_o == 8'h29) ^ d_i[34];
  assign d_o[35] = (syndrome_o == 8'h2a) ^ d_i[35];
  assign d_o[36] = (syndrome_o == 8'hab) ^ d_i[36];
  assign d_o[37] = (syndrome_o == 8'h2c) ^ d_i[37];
  assign d_o[38] = (syndrome_o == 8'had) ^ d_i[38];
  assign d_o[39] = (syndrome_o == 8'hae) ^ d_i[39];
  assign d_o[40] = (syndrome_o == 8'h2f) ^ d_i[40];
  assign d_o[41] = (syndrome_o == 8'hb0) ^ d_i[41];
  assign d_o[42] = (syndrome_o == 8'h31) ^ d_i[42];
  assign d_o[43] = (syndrome_o == 8'h32) ^ d_i[43];
  assign d_o[44] = (syndrome_o == 8'hb3) ^ d_i[44];
  assign d_o[45] = (syndrome_o == 8'h34) ^ d_i[45];
  assign d_o[46] = (syndrome_o == 8'hb5) ^ d_i[46];
  assign d_o[47] = (syndrome_o == 8'hb6) ^ d_i[47];
  assign d_o[48] = (syndrome_o == 8'h37) ^ d_i[48];
  assign d_o[49] = (syndrome_o == 8'h38) ^ d_i[49];
  assign d_o[50] = (syndrome_o == 8'hb9) ^ d_i[50];
  assign d_o[51] = (syndrome_o == 8'hba) ^ d_i[51];
  assign d_o[52] = (syndrome_o == 8'h3b) ^ d_i[52];
  assign d_o[53] = (syndrome_o == 8'hbc) ^ d_i[53];
  assign d_o[54] = (syndrome_o == 8'h3d) ^ d_i[54];
  assign d_o[55] = (syndrome_o == 8'h3e) ^ d_i[55];
  assign d_o[56] = (syndrome_o == 8'hbf) ^ d_i[56];
  assign d_o[57] = (syndrome_o == 8'hc1) ^ d_i[57];
  assign d_o[58] = (syndrome_o == 8'hc2) ^ d_i[58];
  assign d_o[59] = (syndrome_o == 8'h43) ^ d_i[59];
  assign d_o[60] = (syndrome_o == 8'hc4) ^ d_i[60];
  assign d_o[61] = (syndrome_o == 8'h45) ^ d_i[61];
  assign d_o[62] = (syndrome_o == 8'h46) ^ d_i[62];
  assign d_o[63] = (syndrome_o == 8'hc7) ^ d_i[63];
  assign d_o[64] = (syndrome_o == 8'h1) ^ d_i[64];
  assign d_o[65] = (syndrome_o == 8'h2) ^ d_i[65];
  assign d_o[66] = (syndrome_o == 8'h4) ^ d_i[66];
  assign d_o[67] = (syndrome_o == 8'h8) ^ d_i[67];
  assign d_o[68] = (syndrome_o == 8'h10) ^ d_i[68];
  assign d_o[69] = (syndrome_o == 8'h20) ^ d_i[69];
  assign d_o[70] = (syndrome_o == 8'h40) ^ d_i[70];
  assign d_o[71] = (syndrome_o == 8'h80) ^ d_i[71];
  assign err_o[0] = syndrome_o[7];
  assign err_o[1] = |syndrome_o[6:0] & ~syndrome_o[7];
endmodule : prim_secded_hamming_72_64_cor
```

## config.mk

```make
export PLATFORM = sky130hd
export DESIGN_NAME = prim_secded_hamming_72_64_cor
export DESIGN_NICKNAME = prim_secded_hamming_72_64_cor
export VERILOG_FILES = /design/flow/design.v
export SDC_FILE = /design/flow/constraint.sdc
export NUM_CORES = 4
export LEC_CHECK = 1
export CORE_UTILIZATION = 50
```

==> Slide: Implementation Results <==
Run Summary

Final timing
  – Final setup margin: around 1.5 ns
  – Achievable Freq: 0.129 GHz
  – Max Slew Vio Count: 0
  – Worst slew margin: 0.407
  – Hold Fails Final Rpt: 0
  – Worst Max-Slew Pin Slew: 0.885 ns
  – Min Tclk post-route: 7.74 ns
  – Unrepaired setup endpoints after global routing: no
  – Setup TNS: 0 ns
  – Final worst path period share: 0.842
  – # setup viols final: 0

Route
  – DRC: 0
  – DR WL/cell: between 15 and 20 microns
  – Vias: 3009
  – 1st-iter DRT viols: about 160
  – Inserted Diodes: 0
  – DR pass1 iterations: 4
  – Detailed-route wire length: a little under 10000 microns
  – Routed Antenna Nets: 0
  – Vias/cell: 5.39

Clock tree
  – Post-CTS Setup Inserts: 0
  – # resized after CTS: 0
  – Hold_buf cts: 0

Setup path
  – CP top delay family: XOR/XNOR gates
  – CP Capture Type: output pin
  – Critical Path AT: 5.90 ns
  – CP max-delay cell: nor2b_1
  – CP startpoint kind: input port
  – Critical Path Max Stage Delay: slightly below 0.7 ns
  – Critical path, cell by cell: clkdlybuf4s50_1, xnor3_2, xnor3_1, xor2_2, xnor3_2, xnor2_4, nor2b_1, nand3_1, xnor2_1, clkdlybuf4s50_1
  – CP Class: input port to output pin
  – CP Max Fanout: 9
  – Worst Path Required: 7.36 ns
  – Worst path bufs/invs: 2

Synth
  – YS chip area: around 0.0029 sq mm
  – XOR Share, Synth: 0.723
  – Post-synthesis sequential area ratio: 0
  – Adder share: 0
  – Syn avg cell area: roughly 8.4 sq um
  – Yosys warns: 0
  – Syn Inst Count: between 300 and 400
  – Aoi share: 0.0430
  – Simple-Gate Area Share: 0.182
  – Distinct lib cells: 30
  – Mux share: 0.0329
  – Ys cells: 339
  – Comb area leader: XOR/XNOR gates
  – Largest area contributor in the netlist: xnor2_1
  – Area leader share: 0.411
  – Syn Std Cell Area: 0.00285 sq mm
  – Top cells by area: xnor2_1, xor2_1, xnor3_1

Global route
  – Gr usage total: 0.337
  – Antenna violations before repair: 0
  – GRT overflow: 0
  – Largest net degree at the start of global routing: 19
  – Vias in the first global route: roughly 2800
  – First-pass GRT wire length: between 15000 and 20000 microns

Pwr
  – Lkg Pwr: between 1.5 and 2 nW
  – Worst vdd rail ir drop: 0.000290 V
  – Power per cell area: slightly above 300 mW/mm^2
  – Total Power: approximately 1.4 mW

Floorplanning
  – Core Util at FP: 0.518
  – Core area: about 0.0055 sq mm
  – Die Ht: about 78 microns
  – Ports: 154
  – Die area: 0.00601 sq mm
  – Die W: between 70 and 80 microns
  – FP Rows: 27

Place
  – Post-DP HPWL: between 8000 and 9000 microns
  – Number of port buffers: 154
  – DP Cell Count: 558
  – Routability cong.: about 0.93
  – Placed Area: 0.00445 sq mm
  – Pre-CTS WS: 1.50 ns

Finish
  – Flop area: 0 sq um
  – Final instance area: between 0.004 and 0.005 sq mm
  – Layout cells sized above 1: 0.0329
  – # clk buffers: 0
  – Post-Layout Cell Count: between 500 and 600
  – Syn-to-layout area delta: 55.9%
  – Seq cells: 0

Outcome
  – Status: complete, no violations

Run
  – Tool warnings: 33
  – Max Cap Viol: 0

Worst hold path
  – Worst hold path class: input port to output pin
## cells in the mapped netlist, drive strengths merged
master / number
xnor2: 138
xor2: 53
nand3: 40
nor3: 39
xnor3: 14
buf: 6
mux2i: 6
nand2: 6
a211oi: 5
o211ai: 5
and3: 4
nor2: 4
or3: 4
clkbuf: 3
mux2: 3
nand2b: 2
nor2b: 2
a2111oi: 1
and2: 1
inv: 1
or2: 1
xor3: 1
## cell usage in the layout, fill, tap and decap left out, drive strengths merged, types with 2 or more instances in the layout
master	Yosys	routed
or3	4	4
mux2	3	3
o211ai	5	5
xor2	53	53
nor2	4	4
clkdlybuf4s50	0	154
nand2	6	6
xnor3	14	14
nand3	40	40
nor3	39	39
and3	4	4
xnor2	138	138
buf	6	2
mux2i	6	6
nand2b	2	2
a211oi	5	5
nor2b	2	2
## worst paths after layout
check                    from       to  cells past startpoint
worst max-delay path  d_i[24]  d_o[52]                     10
worst min-delay path  d_i[11]  d_o[11]                      3
## final cells by class
cell class | instances | area [sq um]
Fill cell | 374 | 1060
Inverter | 1 | 3.75
Multi-Input combinational cell | 329 | 2800
Tap cell | 72 | 90.1
Timing Repair Buffer | 156 | 1560
## power breakdown
group	switching, mW	internal (mW)
Combinational	0.798	0.563
Sequential	0	0
Clock	0	0
## per-stage QoR
stage | util | hold WS (ns)
after global routing | 0.808 | 4.68
after CTS | 0.808 | 4.65
after detailed placement | 0.808 | 4.65
after floorplan | - | 3.71
after global placement | 0.808 | 4.65
final | 0.808 | 4.65
## per-layer routing
metal  global-route usage  wire [microns]
met2                0.557            4760
met3               0.0370             740
met5                    0               0
met4               0.0396              85
met1                0.492            4170
## cell families (layout without fill, tap and decap cells)
family	count (synthesis)	count (layout)
xor gates and xnor gates	206	206
AOI/OAI and AO/OA	11	11
and+or+nand+nor	103	103
buffers and inverters	10	157
muxes	9	9
Power and IR drop assume default switching activity.
