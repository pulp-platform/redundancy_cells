**./config.mk**
```make
export PLATFORM = sky130hd
export DESIGN_NAME = prim_secded_hamming_72_64_dec
export DESIGN_NICKNAME = prim_secded_hamming_72_64_dec
export VERILOG_FILES = /design/flow/design.v
export SDC_FILE = /design/flow/constraint.sdc
export NUM_CORES = 4
export LEC_CHECK = 1
export CORE_UTILIZATION = 40
```
**./constraint.sdc**
```tcl
current_design prim_secded_hamming_72_64_dec

set clk_period 8.8
set clk_io_pct 0.2

create_clock -name clk0 -period $clk_period

set non_clock_inputs [all_inputs -no_clocks]
set_input_delay [expr $clk_period * $clk_io_pct] -clock clk0 $non_clock_inputs
set_output_delay [expr $clk_period * $clk_io_pct] -clock clk0 [all_outputs]
```
**./design.v**
```verilog
module prim_secded_hamming_72_64_dec (
  input        [71:0] in,
  output logic [63:0] d_o,
  output logic [7:0] syndrome_o,
  output logic [1:0] err_o
);
  assign syndrome_o[0] = ^(in & 72'h01AB55555556AAAD5B);
  assign syndrome_o[1] = ^(in & 72'h02CD9999999B33366D);
  assign syndrome_o[2] = ^(in & 72'h04F1E1E1E1E3C3C78E);
  assign syndrome_o[3] = ^(in & 72'h0801FE01FE03FC07F0);
  assign syndrome_o[4] = ^(in & 72'h1001FFFE0003FFF800);
  assign syndrome_o[5] = ^(in & 72'h2001FFFFFFFC000000);
  assign syndrome_o[6] = ^(in & 72'h40FE00000000000000);
  assign syndrome_o[7] = ^(in & 72'h80972CD2D32DA65CB7);
  assign d_o[0] = (syndrome_o == 8'h83) ^ in[0];
  assign d_o[1] = (syndrome_o == 8'h85) ^ in[1];
  assign d_o[2] = (syndrome_o == 8'h86) ^ in[2];
  assign d_o[3] = (syndrome_o == 8'h7) ^ in[3];
  assign d_o[4] = (syndrome_o == 8'h89) ^ in[4];
  assign d_o[5] = (syndrome_o == 8'h8a) ^ in[5];
  assign d_o[6] = (syndrome_o == 8'hb) ^ in[6];
  assign d_o[7] = (syndrome_o == 8'h8c) ^ in[7];
  assign d_o[8] = (syndrome_o == 8'hd) ^ in[8];
  assign d_o[9] = (syndrome_o == 8'he) ^ in[9];
  assign d_o[10] = (syndrome_o == 8'h8f) ^ in[10];
  assign d_o[11] = (syndrome_o == 8'h91) ^ in[11];
  assign d_o[12] = (syndrome_o == 8'h92) ^ in[12];
  assign d_o[13] = (syndrome_o == 8'h13) ^ in[13];
  assign d_o[14] = (syndrome_o == 8'h94) ^ in[14];
  assign d_o[15] = (syndrome_o == 8'h15) ^ in[15];
  assign d_o[16] = (syndrome_o == 8'h16) ^ in[16];
  assign d_o[17] = (syndrome_o == 8'h97) ^ in[17];
  assign d_o[18] = (syndrome_o == 8'h98) ^ in[18];
  assign d_o[19] = (syndrome_o == 8'h19) ^ in[19];
  assign d_o[20] = (syndrome_o == 8'h1a) ^ in[20];
  assign d_o[21] = (syndrome_o == 8'h9b) ^ in[21];
  assign d_o[22] = (syndrome_o == 8'h1c) ^ in[22];
  assign d_o[23] = (syndrome_o == 8'h9d) ^ in[23];
  assign d_o[24] = (syndrome_o == 8'h9e) ^ in[24];
  assign d_o[25] = (syndrome_o == 8'h1f) ^ in[25];
  assign d_o[26] = (syndrome_o == 8'ha1) ^ in[26];
  assign d_o[27] = (syndrome_o == 8'ha2) ^ in[27];
  assign d_o[28] = (syndrome_o == 8'h23) ^ in[28];
  assign d_o[29] = (syndrome_o == 8'ha4) ^ in[29];
  assign d_o[30] = (syndrome_o == 8'h25) ^ in[30];
  assign d_o[31] = (syndrome_o == 8'h26) ^ in[31];
  assign d_o[32] = (syndrome_o == 8'ha7) ^ in[32];
  assign d_o[33] = (syndrome_o == 8'ha8) ^ in[33];
  assign d_o[34] = (syndrome_o == 8'h29) ^ in[34];
  assign d_o[35] = (syndrome_o == 8'h2a) ^ in[35];
  assign d_o[36] = (syndrome_o == 8'hab) ^ in[36];
  assign d_o[37] = (syndrome_o == 8'h2c) ^ in[37];
  assign d_o[38] = (syndrome_o == 8'had) ^ in[38];
  assign d_o[39] = (syndrome_o == 8'hae) ^ in[39];
  assign d_o[40] = (syndrome_o == 8'h2f) ^ in[40];
  assign d_o[41] = (syndrome_o == 8'hb0) ^ in[41];
  assign d_o[42] = (syndrome_o == 8'h31) ^ in[42];
  assign d_o[43] = (syndrome_o == 8'h32) ^ in[43];
  assign d_o[44] = (syndrome_o == 8'hb3) ^ in[44];
  assign d_o[45] = (syndrome_o == 8'h34) ^ in[45];
  assign d_o[46] = (syndrome_o == 8'hb5) ^ in[46];
  assign d_o[47] = (syndrome_o == 8'hb6) ^ in[47];
  assign d_o[48] = (syndrome_o == 8'h37) ^ in[48];
  assign d_o[49] = (syndrome_o == 8'h38) ^ in[49];
  assign d_o[50] = (syndrome_o == 8'hb9) ^ in[50];
  assign d_o[51] = (syndrome_o == 8'hba) ^ in[51];
  assign d_o[52] = (syndrome_o == 8'h3b) ^ in[52];
  assign d_o[53] = (syndrome_o == 8'hbc) ^ in[53];
  assign d_o[54] = (syndrome_o == 8'h3d) ^ in[54];
  assign d_o[55] = (syndrome_o == 8'h3e) ^ in[55];
  assign d_o[56] = (syndrome_o == 8'hbf) ^ in[56];
  assign d_o[57] = (syndrome_o == 8'hc1) ^ in[57];
  assign d_o[58] = (syndrome_o == 8'hc2) ^ in[58];
  assign d_o[59] = (syndrome_o == 8'h43) ^ in[59];
  assign d_o[60] = (syndrome_o == 8'hc4) ^ in[60];
  assign d_o[61] = (syndrome_o == 8'h45) ^ in[61];
  assign d_o[62] = (syndrome_o == 8'h46) ^ in[62];
  assign d_o[63] = (syndrome_o == 8'hc7) ^ in[63];
  assign err_o[0] = syndrome_o[7];
  assign err_o[1] = |syndrome_o[6:0] & ~syndrome_o[7];
endmodule : prim_secded_hamming_72_64_dec
```
**./run.sh**
```bash
#!/bin/bash
# OpenROAD 26Q1-2900-gdf79404cd8, Yosys 0.63+post, stock flow scripts
make -C /OpenROAD-flow-scripts/flow DESIGN_CONFIG=/design/flow/config.mk WORK_HOME=/design/flow/orfs finish
```
==> results.cfg <==
; physical design summary
[outcome]
status = complete, no violations

[routing]
ant_nets = 0
routedWlPerCell_um = 19.08
viasPerCell = 4.811
routed-via-count = 2627
n_antenna_cell = 0
first_iter_violations = 160
remaining_drc_errors = 0
drtPass1Iterations = 4
wl_um = 10420

[placed_design]
dpl_worst_slack_ns = 1.289
placed_cells = 546
gp_congestion = 0.8977
dpl.hpwl_um = 9057
placed_area_mm2 = 0.004442
io_buffer_count = 146

[grt]
grt_pass1_vias = 2748
antenna_found_initial = 0
gr-usage-all-layers_pct = 29.13
overflow = 0
grt_pass1_wl_um = 15530
grt_max_degree = 20

[finish]
final_cells = 546
syn_to_final_growth_pct = 53.88
final_cell_area_mm2 = 0.004442
regArea_um2 = 0
fillCellCount = 604
drive_gt1_share_pct = 7.778
flop-count = 0
combGateArea_mm2 = 0.002841
nClkBuffers = 0

[synthesis]
ys_types = 36
syn_area_mm2 = 0.002887
yosys-stat-area_mm2 = 0.002887
ys_seq_share_pct = 0
topCellsByArea = xnor2_1, xnor3_1, xor2_1
avgSynthCellArea_um2 = 9.281
ys_warn_count = 0
ys_top_cells_by_count = xnor2_1, xor2_1, nand2_1
synthDominantCellAreaShare_pct = 37.32
top_cell = xnor2_1
top_area_cell = xnor2_1
ys_cells = 311
synth_cells = 311

[final_timing]
rsz0062_at_grt = false
slew_violations = 0
post-route-period-util_pct = 85.91
hold_viol = 0
tightest_slew_ns = 0.8135
tns_ns = 0
postLayoutSetupSlackWorst_ns = 1.240
maxSlewHeadroom_pct = 45.73
fmax_ghz = 0.1323
setup_viol = 0
min_period_ns = 7.560

[power_and_ir_drop]
power.total_mw = 1.332
p_per_area_mw_per_mm2 = 299.9
p_leak_nw = 1.606
peakVddDrop_mv = 0.1839

[critical_path]
cp_slowest_cell = nor3_2
required_ns = 7.04
path_class = primary input to output pin
crit_path_end_kind = output pin
worstPathCellList = clkdlybuf4s50_1, xor2_1, xnor3_1, xnor2_1, xnor2_2, xor2_4, inv_2, nor3_2, nand4_1, xnor2_1, clkdlybuf4s50_1
cp_slowest_stage_delay_ns = 0.62
critical_path.max_fanout = 9
start_kind = primary input
crit_arrival_ns = 5.80

[worst_hold_path]
hold_end = d_o[49]
worstHoldStart = in[49]
hold_depth = 3
hp-class = primary input to output pin

[floorplan]
chipArea_mm2 = 0.007560
fp_util_pct = 42.02
die_h_um = 86.95
fp.coreArea_mm2 = 0.006869
io_pins = 146
rows = 30
fp.dieW_um = 86.95

[flow_run]
drv_cap = 0
log.warning_count = 33

[clock_network]
postCtsSetupBuffers = 0
cts_resized = 0
cts_hold_buf = 0
==> cell usage in the layout (no fill, tap or decap), types with 2 or more instances in the layout <==
cell type / synthesis / routed
nand4_1: 4 / 4
nand2_1: 27 / 27
xnor2_2: 5 / 5
nor3_2: 7 / 7
xnor2_1: 123 / 123
a211oi_4: 2 / 2
nor2_1: 19 / 19
xor2_2: 2 / 3
inv_2: 2 / 2
clkdlybuf4s50_1: 0 / 146
nand4b_1: 2 / 2
a211o_1: 4 / 4
nand3b_1: 6 / 6
nand3_1: 15 / 15
xor2_4: 2 / 2
a211oi_2: 4 / 4
xnor3_1: 22 / 22
xor2_1: 30 / 29
nand2b_1: 8 / 8
nor2b_1: 2 / 2
or3b_4: 2 / 2
xnor2_4: 3 / 3
==> final cells by class <==
type                            instances  share of cell area, %
Tap cell                               96                  2.704
Inverter                                3                 0.2535
Multi-Input combinational cell        300                  63.97
Timing Repair Buffer                  147                  33.07
==> layer usage <==
layer	global-route usage (%)	vias up	share of wire, %
met4	3.939	0	1.1
li1	-	1296	-
met5	0	-	0
met2	46.17	150	45
met1	44.21	1175	45
met3	4.038	6	9.3
==> critical path, delay by kind of cell <==
| family | cells | cell delay (ns) |
|---|---|---|
| buffers and inverters | 3 | 1.25 |
| XOR/XNOR | 6 | 1.89 |
| AND/OR/NAND/NOR | 2 | 0.89 |
==> cell families (layout without fill, tap and decap cells) <==
group,count (synthesis),count (layout),share of synthesized area (%)
xor gates and xnor gates,189,189,73.95
and+or+nand+nor,100,100,19.51
AOI/OAI and AO/OA,11,11,4.725
buffers and inverters,11,150,1.820
==> how the worst max path moves through the flow <==
stage	startpoint	end	slack, ns	cells past startpoint
4_1_cts	in[32]	d_o[61]	1.28	11
5_1_grt	in[32]	d_o[61]	1.11	11
6_report	in[48]	d_o[61]	1.24	11
==> per-stage QoR <==
step,hold slack [ns],utilization [%]
floorplan,3.549,-
global placement,4.489,64.66
detailed placement,4.480,64.66
CTS,4.486,64.66
global route,4.524,64.66
finish,4.488,64.66
==> power by group <==
group	internal (mW)	switching, mW
clock network	0	0
logic	0.593	0.739
registers	0	0
No activity file was given, so power comes from the tool's default toggle rates.
