File: design.v
module DMR_address_generator #(
  parameter  int unsigned AddrWidth = 5
)(
  input  logic                 clk_i    ,
  input  logic                 rst_ni   ,
  input  logic                 clear_i  ,
  input  logic                 enable_i ,
  output logic                 done_o   ,
  output logic                 fatal_o  ,
  output logic [AddrWidth-1:0] address_o
);
localparam int unsigned NumAddr = 2 ** (AddrWidth - 1);
localparam int unsigned NumVotingSignals = 3;
localparam int unsigned NumTMRResults = 1;
localparam int unsigned ArrayWidth = NumVotingSignals + NumTMRResults;
logic addr_count_err;
logic [NumVotingSignals-1:0] addr_count_rst;
logic [ArrayWidth-1:0][AddrWidth-1:0] addr_count;
generate
  for (genvar i = 0; i < NumVotingSignals; i++) begin : gen_addr_ffs
    always_ff @(posedge clk_i, negedge  rst_ni) begin : address_generator_counter
      if (~rst_ni)
        addr_count [i] <= '1;
      else begin
        if (clear_i || addr_count_rst [i])
          addr_count [i] <= '1;
        else if (enable_i)
          addr_count [i] <= addr_count [i] + 1;
        else
          addr_count [i] <= addr_count [i];
      end
    end
  assign addr_count_rst [i] = ( addr_count [i] == NumAddr/2 - 1) ? 1'b1 : 1'b0;
  end
endgenerate
bitwise_TMR_voter #(
  .DataWidth ( AddrWidth ),
  .VoterType ( 0         )
) address_counter_voter (
  .a_i         ( addr_count [0] ),
  .b_i         ( addr_count [1] ),
  .c_i         ( addr_count [2] ),
  .majority_o  ( addr_count [3] ),
  .error_o     ( addr_count_err ),
  .error_cba_o (        )
);
assign address_o = addr_count [3];  
assign fatal_o = addr_count_err;  
assign done_o = |addr_count_rst;
endmodule : DMR_address_generator
module TMR_voter #(
  parameter int unsigned VoterType = 2  
) (
  input  logic a_i,
  input  logic b_i,
  input  logic c_i,
  output logic majority_o
);
  if (VoterType == 0) begin : gen_classical_mv
    assign majority_o = (a_i & b_i) | (a_i & c_i) | (b_i & c_i);
  end else if (VoterType == 1) begin : gen_kp_mv
    logic n_1, n_2, p;
    assign n_1 = a_i ^ b_i;
    assign n_2 = b_i ^ c_i;
    assign p = n_1 & ~n_2;
    assign majority_o = p ? c_i : a_i;
  end else if (VoterType == 2) begin : gen_bn_mv
    logic n;
    assign n = a_i ^ b_i;
    assign majority_o = n ? c_i : b_i;
  end else begin : gen_unsupported
    $fatal(1, "Please select a valid VoterType.\n");
  end
endmodule
module TMR_voter_detect #(
  parameter int unsigned VoterType = 0  
) (
  input  logic a_i,
  input  logic b_i,
  input  logic c_i,
  output logic majority_o,
  output logic [2:0] error_cba_o  
);
  TMR_voter #(
    .VoterType ( VoterType )
  ) i_voter (
    .a_i,
    .b_i,
    .c_i,
    .majority_o
  );
  assign error_cba_o[0] = (a_i ^ majority_o);
  assign error_cba_o[1] = (b_i ^ majority_o);
  assign error_cba_o[2] = (c_i ^ majority_o);
endmodule
module bitwise_TMR_voter #(
  parameter int unsigned DataWidth = 32,
  parameter int unsigned VoterType = 2  
) (
  input  logic [DataWidth-1:0] a_i,
  input  logic [DataWidth-1:0] b_i,
  input  logic [DataWidth-1:0] c_i,
  output logic [DataWidth-1:0] majority_o,
  output logic                 error_o,  
  output logic [          2:0] error_cba_o  
);
  logic [DataWidth-1:0] err_a_all, err_b_all, err_c_all;
  for (genvar i = 0; i < DataWidth; i++) begin : gen_bit_voters
    TMR_voter_detect #(
      .VoterType ( VoterType )
    ) i_voter (
      .a_i (a_i[i]),
      .b_i (b_i[i]),
      .c_i (c_i[i]),
      .majority_o ( majority_o[i] ),
      .error_cba_o( { err_c_all[i], err_b_all[i], err_a_all[i] } )
    );
  end
  assign error_cba_o[0] = |err_a_all;
  assign error_cba_o[1] = |err_b_all;
  assign error_cba_o[2] = |err_c_all;
  TMR_voter #(
    .VoterType(0)
  ) i_triple_mismatch (
    .a_i(error_cba_o[0]),
    .b_i(error_cba_o[1]),
    .c_i(error_cba_o[2]),
    .majority_o (error_o)
  );
endmodule
File: run.sh
#!/bin/bash
# OpenROAD 26Q1-2900-gdf79404cd8, Yosys 0.63+post, stock flow scripts
make -C /OpenROAD-flow-scripts/flow DESIGN_CONFIG=/design/flow/config.mk WORK_HOME=/design/flow/orfs finish
File: config.mk
export PLATFORM = sky130hd
export DESIGN_NAME = DMR_address_generator
export DESIGN_NICKNAME = DMR_address_generator
export VERILOG_FILES = /design/flow/design.v
export SDC_FILE = /design/flow/constraint.sdc
export NUM_CORES = 4
export LEC_CHECK = 1
export CORE_AREA = 10 10 107 107
export DIE_AREA = 0 0 117 117
File: constraint.sdc
current_design DMR_address_generator

set clk_period 2.9
set clk_io_pct 0.2

create_clock -name clk0 -period $clk_period [get_ports {clk_i}]

set non_clock_inputs [all_inputs -no_clocks]
set_input_delay [expr $clk_period * $clk_io_pct] -clock clk0 $non_clock_inputs
set_output_delay [expr $clk_period * $clk_io_pct] -clock clk0 [all_outputs]
==> Implementation_results.wiki <==
== Implementation results ==
{| class="wikitable"
! Metric !! Value
|-
| Status || completed
|-
| Post-route DRC violation count || 0
|-
| Leakage power || 0.000536 uW
|-
| Slowest stage cell on the critical path || sky130_fd_sc_hd__dfstp_2
|-
| GR Overflow Total || 0
|-
| Worst endpoint data arrival time || between 2 and 2.5 ns
|-
| Number of instances in the synthesized netlist || 143
|-
| Via count of the first global-routing pass || just over 900
|-
| Most common flop cell mapped by yosys || sky130_fd_sc_hd__dfstp_2
|-
| Number of flops mapped to enable cells by yosys || 0
|-
| Slowest stage delay, CP || about 0.61 ns
|-
| Die Y || 117 um
|-
| Tightest slew margin relative to the limit || 54.1%
|-
| Ratio of cells with drive above 1 in the final layout || between 20 and 25%
|-
| Synthesized chip area reported by yosys || 1200 um2
|-
| Detailed-routed wire length on met2 || 1300 um
|-
| Wirelength per Cell || between 10 and 15 um
|-
| Measured slew at the worst slew-check pin || 0.686 ns
|-
| Wire length on met3 || 109 um
|-
| Floorplan die area || 13,700 um2
|-
| Count of final max-slew check failures || 0
|-
| Global-route wire length before repair || ~4600 um
|-
| Antenna violations before repair || 0
|-
| Routed length on met1 || 1300 um
|-
| Peak clock frequency supported by timing || 0.357 GHz
|-
| Setup Skew || 0.00243 ns
|-
| Port buffer count || 10
|-
| Post-synth area hogs || sky130_fd_sc_hd__dfstp_2 (33%), sky130_fd_sc_hd__nand2_1 (5.6%), sky130_fd_sc_hd__a21oi_1 (4.6%), sky130_fd_sc_hd__nor3b_1 (4.4%), sky130_fd_sc_hd__buf_2 (4.2%)
|-
| Critical path required time || about 2.3 ns
|-
| Inserted Clock Buffers || 3
|-
| HPWL after DPL || between 2000 and 2500 um
|-
| First-pass detailed-route iteration total || 4
|-
| Setup-violating endpoint count in the final report || 0
|-
| Routability congestion estimate || 0.811
|-
| Cell count listed in synth_stat.txt || 143
|-
| Deepest level of the CTS H-tree || 1
|-
| Sequential fraction of the synthesis area || 32.7%
|-
| Netlist cell types || 30
|-
| Period utilization || between 90% and 100%
|-
| Number of placed I/O pins || 11
|-
| Ordered list of cells on the worst path || and3b_1 -> a2111oi_4 -> nand4_1 -> maj3_2 -> clkdlybuf4s50_1
|-
| Largest register FFs || 15
|-
| Class of the most critical setup path || flip-flop to primary output
|-
| Share of the synthesized area in the top cell type || 32.7%
|-
| Proportion of register bits with asynchronous set or reset after synthesis || 100%
|-
| Routed via count divided by cell count || 3.84
|-
| Largest registers ranked by flip-flop count || addr_count: 15 flops
|-
| Final cell count without fillers || roughly 260
|-
| Maximum VDD drop || 0.184 mV
|-
| Startpoint kind of the worst setup timing path || flip-flop
|-
| Register with the highest flop count || addr_count
|-
| Pin count of the biggest net entering global routing || 17
|-
| Number of hold violations in the final report || 0
|-
| Die width || 117 um
|-
| Max Buffers Root-to-Sink || 2
|-
| Insertion delay at the late pin of the worst-skew pair || 0.24 ns
|-
| Shortest period the worst path allows || 2.80 ns
|-
| Number of antenna repair diodes || 0
|-
| Fin Hold WS || 0.608 ns
|-
| # hold bufs at CTS || 0
|-
| Number of clock sinks || 15
|-
| DRT antenna net count || 0
|-
| MaxCap Viol Count || 0
|-
| Clock tree from TritonCTS || yes
|-
| Mapped Area || about 1200 um2
|-
| Cell taking the most area after synthesis || sky130_fd_sc_hd__dfstp_2
|-
| Iter 0 DRT Violations || 46
|-
| Clock transition at path regs || 0.06 ns
|-
| Number of OpenROAD warnings || 25
|-
| Total power per unit cell area || 564 nW/um2
|-
| Hold WC Path Type || flip-flop to flip-flop
|-
| Synth warnings || 1
|-
| Initial cell density of the core || between 10% and 20%
|-
| Fin util || between 10% and 20%
|-
| Synthesized area divided by synthesized cell count || between 8 and 9 um2
|-
| Flop and latch count out of synthesis || 15
|-
| CTS root buffer || sky130_fd_sc_hd__clkbuf_8
|-
| Total vias in the final route || approximately 980
|-
| Number of fillers in the final layout || 1,037
|-
| Area of the placeable core || 9200 um2
|-
| GRT Overall Usage || around 4.2%
|-
| Critical Path Sink Type || primary output
|-
| Placement row count || 35
|-
| Area growth syn-to-layout || 18.8%
|-
| Largest fanout of any net on the critical path || 9
|-
| Max Used Layer || met4
|-
| Number of instances in the placed design || 244
|-
| Routed wire length || 2750 um
|}
==> area by class of cell <==
type,count,area (um2),share of cell area (%)
clock buffers,4,45.0,3.15
inverters,3,11.3,0.787
multi-input cells,105,684,47.8
repair buffers,18,158,11.0
flip-flops and latches,15,394,27.5
well taps,111,139,9.70
==> layer usage <==
layer  up-vias  track usage, %
met3         2            1.14
met2        18            6.94
met1       473            5.57
met4         0           0.494
met5         -               0
li1        489               -
==> power breakdown <==
part | switching [uW] | internal (uW)
combinational | 129 | 176
sequential | 68.9 | 267
clock | 69.9 | 97.2
==> per-stage QoR <==
stage | area, um2 | worst slack, ns | TNS, ns | power [uW]
global route | 1430 | -0.00462 | -0.00462 | 875
detailed placement | 1310 | 0.277 | 0 | 608
global placement | 1310 | 0.299 | 0 | 602
floorplan | 1200 | 0.786 | 0 | 548
CTS | 1360 | 0.00353 | 0 | 781
finish | 1430 | 0.102 | 0 | 808
==> timing repair <==
action | in CTS | in global routing
endpoints found under the setup margin | 0 | 1
buffers inserted | 0 | 8
resized | 0 | 4
==> cell families (layout without fill, tap and decap cells) <==
family,after synthesis,in the layout,share of synthesized area [%]
and+or+nand+nor,65,65,28.8
AOI/OAI and AO/OA,24,24,13.7
buffers and inverters,23,25,11.7
DFF,15,15,32.7
xor gates and xnor gates,9,9,6.54
adders and majority gates,4,4,4.05
muxes,3,3,2.49
==> layout by cell type, fill, tap and decap left out, types with 4 or more instances in the layout <==
master                            netlist  routed
sky130_fd_sc_hd__nand2_1               18      18
sky130_fd_sc_hd__dfstp_2               15      15
sky130_fd_sc_hd__nor2_1                13      13
sky130_fd_sc_hd__a21oi_1               11      11
sky130_fd_sc_hd__clkdlybuf4s50_1        0      10
sky130_fd_sc_hd__nor3b_1                7       7
sky130_fd_sc_hd__buf_4                  5       7
sky130_fd_sc_hd__o22ai_1                5       5
sky130_fd_sc_hd__nand4_1                5       5
sky130_fd_sc_hd__xnor2_1                5       5
sky130_fd_sc_hd__o21a_1                 4       4
sky130_fd_sc_hd__and3b_1                5       4
sky130_fd_sc_hd__nand2b_1               4       4
sky130_fd_sc_hd__xor2_1                 4       4
==> worst paths after layout <==
check / startpoint / to / slack (ns) / cells after the start
max reg2reg: addr_count[0]$_DFFE_PN1P_ / addr_count[0]$_DFFE_PN1P_ / 1.42 / 5
min reg2reg: addr_count[11]$_DFFE_PN1P_ / addr_count[11]$_DFFE_PN1P_ / 0.61 / 2
min in group asynchronous: rst_ni / addr_count[14]$_DFFE_PN1P_ / 1.11 / 1
max in group asynchronous: rst_ni / addr_count[2]$_DFFE_PN1P_ / 1.76 / 1
max: addr_count[1]$_DFFE_PN1P_ / fatal_o / 0.10 / 5
min: addr_count[11]$_DFFE_PN1P_ / addr_count[11]$_DFFE_PN1P_ / 0.61 / 2
==> critical path: cells and delay by family, from the launching register on <==
family	cells	cell delay (ns)
DFF	1	0.61
buffers and inverters	1	0.41
and+or+nand+nor	2	0.36
adders and majority gates	1	0.32
AOI/OAI and AO/OA	1	0.28
==> Yosys cell counts, types with 3 or more instances <==
master	count
sky130_fd_sc_hd__nand4_1	5
sky130_fd_sc_hd__nand2b_1	4
sky130_fd_sc_hd__and3b_1	5
sky130_fd_sc_hd__buf_6	3
sky130_fd_sc_hd__o22ai_1	5
sky130_fd_sc_hd__nand2_1	18
sky130_fd_sc_hd__nor2_1	13
sky130_fd_sc_hd__xor2_1	4
sky130_fd_sc_hd__nor3b_1	7
sky130_fd_sc_hd__buf_4	5
sky130_fd_sc_hd__inv_1	3
sky130_fd_sc_hd__nor3_1	3
sky130_fd_sc_hd__o21a_1	4
sky130_fd_sc_hd__nand3_1	3
sky130_fd_sc_hd__ha_1	3
sky130_fd_sc_hd__nor2b_1	3
sky130_fd_sc_hd__buf_2	10
sky130_fd_sc_hd__mux2i_1	3
sky130_fd_sc_hd__a21oi_1	11
sky130_fd_sc_hd__xnor2_1	5
sky130_fd_sc_hd__dfstp_2	15
Power and IR drop assume default switching activity.
