==> ./design.v <==
module prim_secded_72_64_dec (
  input        [71:0] in,
  output logic [63:0] d_o,
  output logic [7:0] syndrome_o,
  output logic [1:0] err_o
);
  logic single_error;
  assign syndrome_o[0] = ^(in & 72'h015B000000001FFFFF);
  assign syndrome_o[1] = ^(in & 72'h026B00000FFFE0003F);
  assign syndrome_o[2] = ^(in & 72'h046D003FF003E007C1);
  assign syndrome_o[3] = ^(in & 72'h08AD0FC0F03C207842);
  assign syndrome_o[4] = ^(in & 72'h10B571C711C4438884);
  assign syndrome_o[5] = ^(in & 72'h20B6B65926488C9108);
  assign syndrome_o[6] = ^(in & 72'h40D6DAAA4A91152210);
  assign syndrome_o[7] = ^(in & 72'h80DAED348D221A4420);
  assign d_o[0] = (syndrome_o == 8'h7) ^ in[0];
  assign d_o[1] = (syndrome_o == 8'hb) ^ in[1];
  assign d_o[2] = (syndrome_o == 8'h13) ^ in[2];
  assign d_o[3] = (syndrome_o == 8'h23) ^ in[3];
  assign d_o[4] = (syndrome_o == 8'h43) ^ in[4];
  assign d_o[5] = (syndrome_o == 8'h83) ^ in[5];
  assign d_o[6] = (syndrome_o == 8'hd) ^ in[6];
  assign d_o[7] = (syndrome_o == 8'h15) ^ in[7];
  assign d_o[8] = (syndrome_o == 8'h25) ^ in[8];
  assign d_o[9] = (syndrome_o == 8'h45) ^ in[9];
  assign d_o[10] = (syndrome_o == 8'h85) ^ in[10];
  assign d_o[11] = (syndrome_o == 8'h19) ^ in[11];
  assign d_o[12] = (syndrome_o == 8'h29) ^ in[12];
  assign d_o[13] = (syndrome_o == 8'h49) ^ in[13];
  assign d_o[14] = (syndrome_o == 8'h89) ^ in[14];
  assign d_o[15] = (syndrome_o == 8'h31) ^ in[15];
  assign d_o[16] = (syndrome_o == 8'h51) ^ in[16];
  assign d_o[17] = (syndrome_o == 8'h91) ^ in[17];
  assign d_o[18] = (syndrome_o == 8'h61) ^ in[18];
  assign d_o[19] = (syndrome_o == 8'ha1) ^ in[19];
  assign d_o[20] = (syndrome_o == 8'hc1) ^ in[20];
  assign d_o[21] = (syndrome_o == 8'he) ^ in[21];
  assign d_o[22] = (syndrome_o == 8'h16) ^ in[22];
  assign d_o[23] = (syndrome_o == 8'h26) ^ in[23];
  assign d_o[24] = (syndrome_o == 8'h46) ^ in[24];
  assign d_o[25] = (syndrome_o == 8'h86) ^ in[25];
  assign d_o[26] = (syndrome_o == 8'h1a) ^ in[26];
  assign d_o[27] = (syndrome_o == 8'h2a) ^ in[27];
  assign d_o[28] = (syndrome_o == 8'h4a) ^ in[28];
  assign d_o[29] = (syndrome_o == 8'h8a) ^ in[29];
  assign d_o[30] = (syndrome_o == 8'h32) ^ in[30];
  assign d_o[31] = (syndrome_o == 8'h52) ^ in[31];
  assign d_o[32] = (syndrome_o == 8'h92) ^ in[32];
  assign d_o[33] = (syndrome_o == 8'h62) ^ in[33];
  assign d_o[34] = (syndrome_o == 8'ha2) ^ in[34];
  assign d_o[35] = (syndrome_o == 8'hc2) ^ in[35];
  assign d_o[36] = (syndrome_o == 8'h1c) ^ in[36];
  assign d_o[37] = (syndrome_o == 8'h2c) ^ in[37];
  assign d_o[38] = (syndrome_o == 8'h4c) ^ in[38];
  assign d_o[39] = (syndrome_o == 8'h8c) ^ in[39];
  assign d_o[40] = (syndrome_o == 8'h34) ^ in[40];
  assign d_o[41] = (syndrome_o == 8'h54) ^ in[41];
  assign d_o[42] = (syndrome_o == 8'h94) ^ in[42];
  assign d_o[43] = (syndrome_o == 8'h64) ^ in[43];
  assign d_o[44] = (syndrome_o == 8'ha4) ^ in[44];
  assign d_o[45] = (syndrome_o == 8'hc4) ^ in[45];
  assign d_o[46] = (syndrome_o == 8'h38) ^ in[46];
  assign d_o[47] = (syndrome_o == 8'h58) ^ in[47];
  assign d_o[48] = (syndrome_o == 8'h98) ^ in[48];
  assign d_o[49] = (syndrome_o == 8'h68) ^ in[49];
  assign d_o[50] = (syndrome_o == 8'ha8) ^ in[50];
  assign d_o[51] = (syndrome_o == 8'hc8) ^ in[51];
  assign d_o[52] = (syndrome_o == 8'h70) ^ in[52];
  assign d_o[53] = (syndrome_o == 8'hb0) ^ in[53];
  assign d_o[54] = (syndrome_o == 8'hd0) ^ in[54];
  assign d_o[55] = (syndrome_o == 8'he0) ^ in[55];
  assign d_o[56] = (syndrome_o == 8'h1f) ^ in[56];
  assign d_o[57] = (syndrome_o == 8'he3) ^ in[57];
  assign d_o[58] = (syndrome_o == 8'h7c) ^ in[58];
  assign d_o[59] = (syndrome_o == 8'h8f) ^ in[59];
  assign d_o[60] = (syndrome_o == 8'hf1) ^ in[60];
  assign d_o[61] = (syndrome_o == 8'h3e) ^ in[61];
  assign d_o[62] = (syndrome_o == 8'hc7) ^ in[62];
  assign d_o[63] = (syndrome_o == 8'hf8) ^ in[63];
  assign single_error = ^syndrome_o;
  assign err_o[0] = single_error;
  assign err_o[1] = ~single_error & (|syndrome_o);
endmodule : prim_secded_72_64_dec
==> ./run.sh <==
#!/bin/bash
# OpenROAD 26Q1-2900-gdf79404cd8, Yosys 0.63+post, stock flow scripts
make -C /OpenROAD-flow-scripts/flow DESIGN_CONFIG=/design/flow/config.mk WORK_HOME=/design/flow/orfs finish
==> ./config.mk <==
export PLATFORM = sky130hd
export DESIGN_NAME = prim_secded_72_64_dec
export DESIGN_NICKNAME = prim_secded_72_64_dec
export VERILOG_FILES = /design/flow/design.v
export SDC_FILE = /design/flow/constraint.sdc
export NUM_CORES = 4
export LEC_CHECK = 1
export CORE_UTILIZATION = 40
==> ./constraint.sdc <==
current_design prim_secded_72_64_dec

set clk_period 7.8
set clk_io_pct 0.2

create_clock -name clk0 -period $clk_period

set non_clock_inputs [all_inputs -no_clocks]
set_input_delay [expr $clk_period * $clk_io_pct] -clock clk0 $non_clock_inputs
set_output_delay [expr $clk_period * $clk_io_pct] -clock clk0 [all_outputs]
==> notes.md <==
impl run done, here's what came out: min-delay src in[18], Slew Viols, Final 0, DRT Wirelength 9954 um, CP max stage cell ha_1, most frequent cell on the critical path xnor3_1, layout cells sized above 1 around 1.7%, # DRC 0, status completed, pre-CTS WS 622.8 ps, Initial DRC Count around 150, Max Fclk 138.1 MHz, # rows 30, worst endpoint data arrival time 5680 ps, # clk buffers 0, Critical Path Max Stage Delay ~550 ps, Post-CTS Resized 0, Hold Crit Class in -> out, Distinct cells, synth 16, actual slew at the worst max-slew pin between 800 and 900 ps, initial antenna violation count 0, worst path required time approximately 6200 ps, Total GRT Usage ~27%, PortBufs 146, Setup TNS 0 ps, final hold violation count 0, RSZ-0062 raised after global routing false, n_diodes 0, Yosys warning count 0, synthesized area per cell ~9.6 um^2, chip area approximately 7500 um^2, Worst VDD drop around 0.00053 V, endpoint class of the critical path primary output, Final Wtd Congestion between 0.9 and 1, Hold Crit Depth 3, Fill cells 588, Mapped Cells between 200 and 300, Tcrit/Tclk final ~93%, vias in the first global route 2,644, tool warning count approximately 45, Post-CTS Hold Fix Bufs 0, max cap viols 0, Seq/Total Area, Yosys 0%, # Cells Yosys around 300, Worst Setup Slack, final 560.2 ps, Post-Route Utilization about 64%, setup violators final 0, DR vias/cell 5.085, Layout area overhead 52.86%, Synth Cell Area roughly 2900 um^2, Core Util at FP 41.69%, final worst path period need approximately 7200 ps, largest net degree at the start of global routing 20, Setup crit start kind input pin, yosys stat area around 2900 um^2, Finished Layout Cells about 520, Hold EP d_o[18], number of sequential cells 0, PD cells 441.7 nW/um^2, first-pass GRT wire length roughly 15,000 um, static leakage around 1.7 nW, maximum fanout along the worst path 11, Die Wd 86.62 um, dpl hpwl between 8000 and 9000 um, critical path type in -> out, Flop area 0 um^2, core area ~6900 um^2, GRT Residual Overflow 0, post-route ant nets 0, max_slew headroom a little under half, num ports about 150, DR pass1 iterations 4, Die Y-Extent 86.62 um, critical path cell sequence clkdlybuf4s50_1 > xnor3_1 > xnor3_1 > xnor3_1 > xnor2_1 > ha_1 > and2_0 > nand3_1 > xnor2_1 > clkdlybuf4s50_1, post-CTS setup buffer count 0, placed cells between 500 and 600, Vias around 2,600, drt wl/cell 19.18 um
[power breakdown]
part	switching, mW	internal [mW]	leakage, nW
clock network	0	0	0
logic	1.03	0.906	1.68
registers	0	0	0
total	1.03	0.906	1.68
[synthesized netlist by cell type (all sizes together)]
library cell	number	share of area [%]
xnor2	140	44
ha	16	7.0
a41oi	1	0.31
nand3	23	4.0
xor3	4	3.3
xnor3	31	24
and2	4	0.87
buf	2	0.39
clkbuf	23	3.0
xor2	13	4.0
nand4	41	9.0
[critical path, delay by kind of cell]
kind	cells	cell delay, ps
XOR/XNOR	5	1830
adder cells (fa/ha/maj)	1	550
buffers and inverters	2	1020
AND/OR/NAND/NOR	2	720
[area by class of cell]
type                       count  area, um^2  area share (%)
multi-input combinational    273        2766           63.19
timing repair buffer         150        1491           34.07
tap                           96       120.1           2.744
[routing by layer]
layer | global-route usage (%) | vias up | part of all wire, %
met5 | 2.797 | - | 0
met4 | 1.667 | 0 | 0.31
met3 | 4.638 | 4 | 8.3
met2 | 44.23 | 143 | 46
met1 | 41.25 | 1217 | 45
li1 | - | 1275 | -
[per-stage QoR]
stage / hold slack, ps / area [um^2] / power, mW
4_1_cts: 4103 / 4378 / 1.908
5_1_grt: 4131 / 4378 / 2.048
3_3_place_gp: 4103 / 4378 / 1.903
6_report: 4095 / 4378 / 1.934
2_1_floorplan: 3151 / 2864 / 1.108
3_5_place_dp: 4097 / 4378 / 1.890
[cells by family after synthesis]
kind of cell               Yosys count  synth area share, %
AOI/OAI and AO/OA                    1               0.3059
xor gates and xnor gates           188                75.45
and+or+nand+nor                     68                13.85
adders and majority gates           16                6.990
buffers and inverters               25                3.407
[layout by cell type (no fill, tap or decap)]
master           instances
and2_1                   2
xor3_1                   4
ha_1                    16
nand3_1                 23
and2_0                   2
xnor3_1                 30
xor2_1                  13
xnor3_2                  1
xnor2_1                138
xnor2_2                  1
clkdlybuf4s50_1        146
buf_4                    4
xnor2_4                  1
a41oi_1                  1
nand4_1                 41
[worst max-delay path by stage]
| stage | end | from | cells after the start | slack [ps] |
|---|---|---|---|---|
| finish | d_o[62] | in[40] | 10 | 560 |
| CTS | d_o[24] | in[40] | 10 | 590 |
| global route | d_o[62] | in[40] | 10 | 350 |
Power is estimated from default activity; no workload was simulated.
