File: flow/design.v
module ecc_concat_32_64 #(
  localparam int unsigned DataInWidthA = 39,  
  localparam int unsigned DataInWidthB = 39,  
  localparam int unsigned DataOutWidth  = 72   
) (
  input  logic [DataInWidthA-1:0] data_a_i,  
  input  logic [DataInWidthB-1:0] data_b_i,  
  output logic [DataOutWidth -1:0] data_o
);
  logic [31:0] data_a;
  logic [31:0] data_b;
  prim_secded_39_32_dec dec_a (
    .in         ( data_a_i ),
    .d_o        ( data_a   ),
    .syndrome_o (),
    .err_o      ()
  );
  prim_secded_39_32_dec dec_b (
    .in         ( data_b_i ),
    .d_o        ( data_b   ),
    .syndrome_o (),
    .err_o      ()
  );
  prim_secded_72_64_enc enc_out (
    .in  ( {data_b, data_a} ),
    .out ( data_o           )
  );
endmodule
module prim_secded_39_32_dec (
  input        [38:0] in,
  output logic [31:0] d_o,
  output logic [6:0] syndrome_o,
  output logic [1:0] err_o
);
  logic single_error;
  assign syndrome_o[0] = ^(in & 39'h012CA53295);
  assign syndrome_o[1] = ^(in & 39'h0293492CA5);
  assign syndrome_o[2] = ^(in & 39'h04552A5329);
  assign syndrome_o[3] = ^(in & 39'h08A8D294AA);
  assign syndrome_o[4] = ^(in & 39'h104A2CA54A);
  assign syndrome_o[5] = ^(in & 39'h2025534952);
  assign syndrome_o[6] = ^(in & 39'h40D294CA54);
  assign d_o[0] = (syndrome_o == 7'h7) ^ in[0];
  assign d_o[1] = (syndrome_o == 7'h38) ^ in[1];
  assign d_o[2] = (syndrome_o == 7'h43) ^ in[2];
  assign d_o[3] = (syndrome_o == 7'h1c) ^ in[3];
  assign d_o[4] = (syndrome_o == 7'h61) ^ in[4];
  assign d_o[5] = (syndrome_o == 7'he) ^ in[5];
  assign d_o[6] = (syndrome_o == 7'h70) ^ in[6];
  assign d_o[7] = (syndrome_o == 7'hb) ^ in[7];
  assign d_o[8] = (syndrome_o == 7'h34) ^ in[8];
  assign d_o[9] = (syndrome_o == 7'h45) ^ in[9];
  assign d_o[10] = (syndrome_o == 7'h1a) ^ in[10];
  assign d_o[11] = (syndrome_o == 7'h62) ^ in[11];
  assign d_o[12] = (syndrome_o == 7'hd) ^ in[12];
  assign d_o[13] = (syndrome_o == 7'h13) ^ in[13];
  assign d_o[14] = (syndrome_o == 7'h64) ^ in[14];
  assign d_o[15] = (syndrome_o == 7'h58) ^ in[15];
  assign d_o[16] = (syndrome_o == 7'h23) ^ in[16];
  assign d_o[17] = (syndrome_o == 7'h2c) ^ in[17];
  assign d_o[18] = (syndrome_o == 7'h51) ^ in[18];
  assign d_o[19] = (syndrome_o == 7'h16) ^ in[19];
  assign d_o[20] = (syndrome_o == 7'h68) ^ in[20];
  assign d_o[21] = (syndrome_o == 7'h15) ^ in[21];
  assign d_o[22] = (syndrome_o == 7'h2a) ^ in[22];
  assign d_o[23] = (syndrome_o == 7'h49) ^ in[23];
  assign d_o[24] = (syndrome_o == 7'h26) ^ in[24];
  assign d_o[25] = (syndrome_o == 7'h52) ^ in[25];
  assign d_o[26] = (syndrome_o == 7'h25) ^ in[26];
  assign d_o[27] = (syndrome_o == 7'h19) ^ in[27];
  assign d_o[28] = (syndrome_o == 7'h46) ^ in[28];
  assign d_o[29] = (syndrome_o == 7'h29) ^ in[29];
  assign d_o[30] = (syndrome_o == 7'h54) ^ in[30];
  assign d_o[31] = (syndrome_o == 7'h4a) ^ in[31];
  assign single_error = ^syndrome_o;
  assign err_o[0] = single_error;
  assign err_o[1] = ~single_error & (|syndrome_o);
endmodule : prim_secded_39_32_dec
module prim_secded_72_64_enc (
  input        [63:0] in,
  output logic [71:0] out
);
  always_comb begin : p_encode
    out[63:0] = in;
    out[64] = ^(in & 64'h5B000000001FFFFF);
    out[65] = ^(in & 64'h6B00000FFFE0003F);
    out[66] = ^(in & 64'h6D003FF003E007C1);
    out[67] = ^(in & 64'hAD0FC0F03C207842);
    out[68] = ^(in & 64'hB571C711C4438884);
    out[69] = ^(in & 64'hB6B65926488C9108);
    out[70] = ^(in & 64'hD6DAAA4A91152210);
    out[71] = ^(in & 64'hDAED348D221A4420);
  end
endmodule : prim_secded_72_64_enc
File: flow/run.sh
#!/bin/bash
# OpenROAD 26Q1-2900-gdf79404cd8, Yosys 0.63+post, stock flow scripts
make -C /OpenROAD-flow-scripts/flow DESIGN_CONFIG=/design/flow/config.mk WORK_HOME=/design/flow/orfs finish
File: flow/config.mk
export PLATFORM = sky130hd
export DESIGN_NAME = ecc_concat_32_64
export DESIGN_NICKNAME = ecc_concat_32_64
export VERILOG_FILES = /design/flow/design.v
export SDC_FILE = /design/flow/constraint.sdc
export NUM_CORES = 4
export LEC_CHECK = 1
export CORE_UTILIZATION = 50
File: flow/constraint.sdc
current_design ecc_concat_32_64

set clk_period 6.4
set clk_io_pct 0.2

create_clock -name clk0 -period $clk_period

set non_clock_inputs [all_inputs -no_clocks]
set_input_delay [expr $clk_period * $clk_io_pct] -clock clk0 $non_clock_inputs
set_output_delay [expr $clk_period * $clk_io_pct] -clock clk0 [all_outputs]
==> impl_metrics.json <==
{
  "yosysWarnings": 1,
  "gp_congestion": 1.162,
  "dp_hpwl_mm": 16.95,
  "postSynthSeqShare_pct": 0,
  "ys_area_um2": 4617,
  "syn_area_um2": 4617,
  "top_area_cell": "xnor2_1",
  "postCtsSetupRepairBufs": 69,
  "first-error": "[ERROR DPL-0036] Detailed placement failed.",
  "synth_stat.cells": 477,
  "die_w_um": 98.09,
  "lastStage": "4_1_cts",
  "rows": 34,
  "synthTopCellsByArea": "xnor2_1 32%, xnor3_1 30%, xor2_1 10%",
  "cts_resized": 251,
  "netlist_top_cells_count": "171 x xnor2_1, 62 x xnor3_1, 53 x xor2_1",
  "avgSynthCellArea_um2": 9.679,
  "synth_cell_types": 37,
  "port_buffers": 150,
  "yosysMostFrequentCell": "xnor2_1",
  "fp_util_pct": 52.18,
  "run_status": "aborted with a tool error",
  "die_h_um": 98.09,
  "ios": 150,
  "dpl.cell_count": 949,
  "yosys.area.top_type_share_pct": 32.44,
  "holdBufCountCts": 0,
  "syn_inst": 477
}
==> metrics by stage <==
step / utilization (%) / worst slack (ns) / TNS [ns] / cell area (um^2)
global placement: 88.97 / -0.4593 / -2.863 / 7873
detailed placement: 88.97 / -0.6056 / -4.061 / 7873
floorplan: - / 0.4916 / 0 / 4617
==> kinds of logic after synthesis <==
kind of cell | Yosys count | synth area share [%]
AND-OR/OR-AND | 34 | 5.691
XOR/XNOR | 299 | 78.89
buffers and inverters | 56 | 4.770
AND/OR/NAND/NOR | 88 | 10.65
